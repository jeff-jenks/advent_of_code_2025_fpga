===== /design/flow/design.v =====
module combo_solver_core #(
    parameter MAX_LIGHT_COUNT = 2,  
    parameter MAX_BUTTON_COUNT = 10  
)
(
    input clk,
    input reset,
    input rx_ready,  
    input tx_valid,  
    input [(MAX_LIGHT_COUNT*MAX_BUTTON_COUNT)-1:0] buttons_flattened,  
    input [MAX_LIGHT_COUNT-1:0] expect_lights,  
    output reg [$clog2(MAX_BUTTON_COUNT+1)-1:0] mach_presses_required,  
    output core_ready,  
    output reg mach_presses_valid  
);
localparam stIDLE = 1'b0;  
localparam stCOMPUTE = 1'b1;  
reg [MAX_LIGHT_COUNT-1:0] indicator_lights;  
reg [MAX_LIGHT_COUNT-1:0] expect_lights_reg;  
reg r_state;
reg [MAX_LIGHT_COUNT-1:0] machine_buttons [0:MAX_BUTTON_COUNT-1];  
reg [MAX_LIGHT_COUNT-1:0] buttons_unflattened [0:MAX_BUTTON_COUNT-1];  
reg [$clog2(MAX_BUTTON_COUNT+1)-1:0] least_presses;  
reg [$clog2(MAX_BUTTON_COUNT)-1:0] current_num_buttons;  
wire [MAX_BUTTON_COUNT-1:0] current_buttons;  
reg [MAX_BUTTON_COUNT-1:0] buttons_counter;  
reg [$clog2(MAX_BUTTON_COUNT)-1:0] combo_button_counter;  
integer i;
assign core_ready = (r_state == stIDLE);
always@(posedge clk) begin
    if(reset) begin
        r_state <= stIDLE;
        mach_presses_valid <= 1'b0;
        expect_lights_reg <= 0;
        least_presses <= 0;
        mach_presses_required <= 0;
        buttons_counter <= 0;
        for(i=0;i<MAX_BUTTON_COUNT;i=i+1) begin
            machine_buttons[i] <= 0;
        end
    end
    else begin
        case(r_state)
            stIDLE: begin
                if(rx_ready) begin
                    mach_presses_valid <= 1'b0;
                end
                if(tx_valid) begin
                    r_state <= stCOMPUTE;
                    expect_lights_reg <= expect_lights;
                    for(i=0;i<MAX_BUTTON_COUNT;i=i+1) begin
                        machine_buttons[i] <= buttons_unflattened[i];
                    end
                    least_presses <= MAX_BUTTON_COUNT;
                    buttons_counter <= 1;
                end
            end
            stCOMPUTE: begin
                if(combo_button_counter == current_num_buttons) begin
                    r_state <= stIDLE;
                    mach_presses_valid <= 1'b1;
                    if(combo_button_counter < least_presses) begin
                        mach_presses_required <= combo_button_counter;
                    end
                    else begin
                        mach_presses_required <= least_presses;
                    end
                end
                else if(indicator_lights == expect_lights_reg) begin
                    if(combo_button_counter < least_presses) begin
                        least_presses <= combo_button_counter;
                    end
                    buttons_counter <= buttons_counter + 1'b1;
                end
                else begin
                    buttons_counter <= buttons_counter + 1'b1;
                end   
            end
        endcase
    end
end
always@(*) begin
    current_num_buttons = 0;
    for(i=0;i<MAX_BUTTON_COUNT;i=i+1) begin
        if(current_buttons[i]) begin
            current_num_buttons = current_num_buttons + 1'b1;
        end
        buttons_unflattened[i] = buttons_flattened[(i*MAX_LIGHT_COUNT) +: MAX_LIGHT_COUNT];
    end
end
generate
    genvar k;
    for(k=0;k<MAX_BUTTON_COUNT;k=k+1) begin
        assign current_buttons[k] = |machine_buttons[k];
    end
endgenerate
always@(*) begin
    indicator_lights = 0;
    for(i=0;i<MAX_BUTTON_COUNT;i=i+1) begin
        if(buttons_counter[i]) begin
            indicator_lights = machine_buttons[i] ^ indicator_lights;
        end
    end
end
always@(*) begin
    combo_button_counter = 0;
    for(i=0;i<MAX_BUTTON_COUNT;i=i+1) begin
        if(buttons_counter[i]) begin
            combo_button_counter = combo_button_counter + 1'b1;
        end
    end
end
endmodule
module factory_machine_initializer #(
    parameter MAX_LIGHT_COUNT = 2,  
    parameter MAX_BUTTON_COUNT = 2,  
    parameter MACHINE_COUNT = 2,  
    parameter CORE_COUNT = 2  
)
(
    input clk,
    input reset,
    input mach_light_off,  
    input mach_light_on,  
    input [3:0] mach_button_index,  
    input mach_next_button,  
    input mach_buttons_end,  
    input mach_entry_end,  
    input mach_in_valid,  
    output [$clog2((MAX_BUTTON_COUNT+1)*MACHINE_COUNT)-1:0] mach_total_presses_required,  
    output mach_total_presses_valid  
);
reg [MAX_LIGHT_COUNT-1:0] expect_lights [0:MACHINE_COUNT-1];  
reg [(MAX_LIGHT_COUNT*MAX_BUTTON_COUNT)-1:0] buttons [0:MACHINE_COUNT-1];  
reg [$clog2(MACHINE_COUNT)-1:0] read_mach;  
reg [$clog2(MAX_LIGHT_COUNT)-1:0] read_light;  
reg [$clog2(MAX_BUTTON_COUNT)-1:0] read_button;  
reg [MACHINE_COUNT-1:0] mach_status;  
reg [(MAX_LIGHT_COUNT*MAX_BUTTON_COUNT)-1:0] buttons_flattened;  
reg [(MAX_LIGHT_COUNT*MAX_BUTTON_COUNT)-1:0] pre_buttons_reg;  
wire compute_done;  
reg [$clog2(MACHINE_COUNT)-1:0] compute_mach;  
reg [$clog2((MAX_BUTTON_COUNT+1)*MACHINE_COUNT)-1:0] r_total_presses_required;  
reg [MAX_LIGHT_COUNT-1:0] current_expect_lights;  
wire [CORE_COUNT-1:0] core_ready;  
reg [CORE_COUNT-1:0] rx_ready;  
reg [CORE_COUNT-1:0] tx_valid;  
wire [CORE_COUNT-1:0] mach_presses_valid;  
wire [$clog2(MAX_BUTTON_COUNT+1)-1:0] mach_presses_required [0:CORE_COUNT-1];  
reg [$clog2(CORE_COUNT)-1:0] core_index;  
wire tx_confirmed;  
reg compute_done_off;  
reg ignore_input;  
reg mach_all_sent;  
reg mach_all_read;  
reg initial_lights;  
integer i;
assign mach_total_presses_valid = compute_done;
assign mach_total_presses_required = r_total_presses_required;
assign compute_done = mach_all_sent & (&core_ready) & ~(|mach_presses_valid) & ~compute_done_off;
assign tx_confirmed = core_ready[core_index] & tx_valid[core_index] & ~mach_all_sent;
always@(posedge clk) begin
    if(reset) begin
        mach_status <= 0;
        read_mach <= 0;
        read_light <= 0;
        read_button <= 0;
        ignore_input <= 1'b0;
        mach_all_read <= 1'b0;
        pre_buttons_reg <= 0;
        initial_lights <= 1'b1;
    end
    else begin
        if(mach_in_valid & ~mach_all_read) begin
            if(~ignore_input) begin
                if(mach_light_on ^ mach_light_off) begin
                    if(initial_lights) begin
                        expect_lights[read_mach] <= 0;
                        initial_lights <= 1'b0;
                    end
                    expect_lights[read_mach][read_light] <= mach_light_on;
                    read_light <= read_light + 1'b1;
                end
                else if(mach_buttons_end) begin
                    if(read_mach == (MACHINE_COUNT-1)) begin
                        mach_all_read <= 1'b1;
                    end
                    read_mach <= read_mach + 1'b1;
                    mach_status[read_mach] <= 1'b1;
                    read_light <= 0;
                    read_button <= 0;
                    ignore_input <= 1'b1;
                    pre_buttons_reg <= 0;
                    initial_lights <= 1'b1;
                    buttons[read_mach] <= pre_buttons_reg;
                end
                else if(mach_next_button) begin
                    read_button <= read_button + 1'b1;
                end
                else begin
                    pre_buttons_reg[(read_button*MAX_LIGHT_COUNT)+mach_button_index] <= 1'b1;
                end
            end
            else begin
                if(mach_entry_end) begin
                    ignore_input <= 1'b0;
                end
            end
        end
        if(tx_confirmed & ~mach_all_sent) begin
            mach_status[compute_mach] <= 1'b0;
        end
    end
end
always@(posedge clk) begin
    if(reset) begin
        compute_mach <= 0;
        r_total_presses_required <= 0;
        core_index <= 0;
        compute_done_off <= 1'b0;
        mach_all_sent <= 1'b0;
        current_expect_lights <= 0;
        buttons_flattened <= 0;
        tx_valid <= 0;
    end
    else begin
        if(|tx_valid & core_ready[core_index]) begin
            tx_valid <= 0;
        end
        else if(mach_status[compute_mach]) begin
            if(core_index == (CORE_COUNT-1)) begin
                tx_valid[0] <= 1'b1;
            end
            else begin
                tx_valid[core_index+1] <= 1'b1;
            end
            current_expect_lights <= expect_lights[compute_mach];
            buttons_flattened <= buttons[compute_mach];              
        end
        if(compute_done) begin
            compute_done_off <= 1'b1;
        end
        if(mach_presses_valid[core_index]) begin
            r_total_presses_required <= r_total_presses_required + mach_presses_required[core_index];
        end
        if(tx_confirmed & ~mach_all_sent) begin
            if(compute_mach == (MACHINE_COUNT-1)) begin
                mach_all_sent <= 1'b1;
            end
            else begin
                compute_mach <= compute_mach + 1'b1;
            end
        end
        if(core_index == (CORE_COUNT-1)) begin
            core_index <= 0;
        end
        else begin
            core_index <= core_index + 1'b1;
        end
    end
end
always@(*) begin
    rx_ready = 0;
    rx_ready[core_index] = 1'b1;
end
generate
    genvar v;
    for(v=0;v<CORE_COUNT;v=v+1) begin
        combo_solver_core #(
            .MAX_LIGHT_COUNT(MAX_LIGHT_COUNT),
            .MAX_BUTTON_COUNT(MAX_BUTTON_COUNT)
        )
        combo_solver_core_inst
        (
            .clk(clk),
            .reset(reset),
            .rx_ready(rx_ready[v]),
            .tx_valid(tx_valid[v]),
            .buttons_flattened(buttons_flattened),
            .expect_lights(current_expect_lights),
            .mach_presses_required(mach_presses_required[v]),
            .core_ready(core_ready[v]),
            .mach_presses_valid(mach_presses_valid[v])
        );
    end
endgenerate
endmodule

===== /design/flow/run.sh =====
#!/bin/bash
# OpenROAD 26Q1-2900-gdf79404cd8, Yosys 0.63+post, stock flow scripts
make -C /OpenROAD-flow-scripts/flow DESIGN_CONFIG=/design/flow/config.mk WORK_HOME=/design/flow/orfs finish

===== /design/flow/config.mk =====
export PLATFORM = sky130hd
export DESIGN_NAME = factory_machine_initializer
export DESIGN_NICKNAME = factory_machine_initializer
export VERILOG_FILES = /design/flow/design.v
export SDC_FILE = /design/flow/constraint.sdc
export NUM_CORES = 4
export LEC_CHECK = 1
export CORE_UTILIZATION = 50

===== /design/flow/constraint.sdc =====
current_design factory_machine_initializer

set clk_period 3.0
set clk_io_pct 0.2

create_clock -name clk0 -period $clk_period [get_ports {clk}]

set non_clock_inputs [all_inputs -no_clocks]
set_input_delay [expr $clk_period * $clk_io_pct] -clock clk0 $non_clock_inputs
set_output_delay [expr $clk_period * $clk_io_pct] -clock clk0 [all_outputs]

==> flow_metrics.env <==
# source this file to load flow results
export IMPL_status="finished clean"
export IMPL_m1WireLength_um=3090
export IMPL_vdd_ir_drop_worst_v=0.000335
export IMPL_post_route_min_period_ps=2710
export IMPL_grt_pass1_wl_um=10900
export IMPL_max_cap_viol_count=0
export IMPL_core_um2=6350
export IMPL_area_leaders="dfxtp_1 33%, edfxtp_1 11%, nand2_1 5.0%"
export IMPL_cts_resized_gates=0
export IMPL_ys_chip_area_um2=3290
export IMPL_dp_hpwl_um=4430
export IMPL_avgSynthCellArea_um2=9.09
export IMPL_power_density_nw_per_um2=497
export IMPL_antenna_found_initial=0
export IMPL_yosysTopAreaCell="dfxtp_1"
export IMPL_dieWidth_um=83.1
export IMPL_worst_pin_slew_ps=676
export IMPL_grt_pass1_vias=2375
export IMPL_cts_setup_buffers=0
export IMPL_viasPerCell=5.35
export IMPL_clk_pin_slew_ps=70
export IMPL_wl_per_cell_um=13.3
export IMPL_finalHoldViolations=0
export IMPL_routed_via_count=2479
export IMPL_drive_gt1_share_pct=8.55
export IMPL_globalplace_congestion=0.808
export IMPL_rr_worst_depth=11
export IMPL_drt_total_wl_um=6160
export IMPL_edf_count=12
export IMPL_route_met2_wl_um=2770
export IMPL_maxSlewHeadroom_pct=54.8
export IMPL_endpoint="pre_buttons_reg[0]"
export IMPL_grt_max_degree=28
export IMPL_drc_errors=0
export IMPL_layout_top_cells="55 x dfxtp_1, 44 x nand2_1, 41 x nor2_1"
export IMPL_cts_buffers=9
export IMPL_rsz0062_at_grt="false"
export IMPL_syn_inst=362
export IMPL_areaGrowthSynthToFinish_pct=13.0
export IMPL_reg2reg_slack_ps=660
export IMPL_port_buffers=15
export IMPL_final_antenna_net_count=0
export IMPL_cp_arrival_ps=2980
export IMPL_htreeDepth=3
export IMPL_die_area_um2=6910
export IMPL_flop_cell="dfxtp_1"
export IMPL_clockBufferDepth=2
export IMPL_async_flop_share_pct=0
export IMPL_die_h_um=83.1
export IMPL_tool_warnings=26
export IMPL_ios=16
export IMPL_antenna_cells=0
export IMPL_yosysWarnings=4
export IMPL_post_place_cells=447
export IMPL_finalClockPeriodUsage_pct=90.5
export IMPL_hold_path_class="reg2reg"
export IMPL_yosysSeqAreaShare_pct=44.4
export IMPL_fp_util_pct=51.8
export IMPL_clock_sinks=67
export IMPL_path_class="in2reg"
export IMPL_drt_iter0_drc=89
export IMPL_reg2reg_from="read_button"
export IMPL_netlist_area_um2=3290
export IMPL_leakagePower_nw=1.41
export IMPL_fmax_ghz=0.368
export IMPL_setup_viol=0
export IMPL_cts_tree="yes"
export IMPL_synth_cell_types=57
export IMPL_regToRegEndpoint="pre_buttons_reg[0]"
export IMPL_critPathLaunch="mach_button_index[1]"
export IMPL_worstSetupStartpointType="input pin"
export IMPL_top_area_share_pct=33.5
export IMPL_layout_cells_non_filler=463
export IMPL_crit_required_ps=3270
export IMPL_yosys_stat_cells=362
export IMPL_row_count=29
export IMPL_power_w=0.00185
export IMPL_met3_length_um=228
export IMPL_grt_use_total_pct=20.2
export IMPL_clock_latency_late_pin_ps=340
export IMPL_hold_buffers=0
export IMPL_cts_root_buf="clkbuf_8"
export IMPL_lay_top_count="dfxtp_1"
export IMPL_path_max_fanout=3
export IMPL_top_layer="met4"
export IMPL_finClkSkew_ps=9.61
export IMPL_synth_flops=67
export IMPL_dr_pass1_iters=4
export IMPL_grt_overflow=0
export IMPL_slew_violations=0
export IMPL_crit_path_end_kind="flop"
export IMPL_reg_top3="buttons (8), genblk1.combo_solver_core_inst.machine_buttons (8)"
-- Yosys cell counts, types with 9 or more instances --
cell type,n
dfxtp_1,55
nand2_1,44
nor2_1,41
a21oi_1,29
mux2i_1,14
inv_1,13
nor3_1,13
a211oi_1,12
edfxtp_1,12
clkbuf_1,9
o21ai_0,9
xnor2_1,9
-- metrics by stage --
stage | setup TNS, ps | area, um2 | util, % | hold WS [ps] | setup WS, ps
3_3_place_gp | -43.7 | 3540 | 55.7 | 430 | -23.1
3_5_place_dp | -206 | 3540 | 55.7 | 438 | -70.6
4_1_cts | 0 | 3720 | 58.5 | 453 | 267
6_report | 0 | 3720 | 58.5 | 454 | 286
2_1_floorplan | 0 | 3290 | - | 426 | 445
5_1_grt | 0 | 3720 | 58.5 | 467 | 15.7
-- metal layers --
metal	vias up	GRT usage [%]
met5	-	0
met4	0	2.51
met3	6	5.15
met2	29	31.4
met1	1136	30.9
li1	1308	-
-- layout make-up --
type	instances	area [um2]
fillers	561	2630
flip-flops and latches	67	1460
repair buffers	26	228
inverters	14	52.6
well taps	77	96.3
multi-input cells	263	1700
clock inverters	4	42.5
clock buffers	12	135
-- kinds of logic after synthesis --
group | share of synthesized area, %
muxes | 5.29
AOI/OAI and AO/OA | 15.4
and+or+nand+nor | 20.7
adders and majority gates | 3.88
buffers and inverters | 3.84
xor gates and xnor gates | 6.47
DFF | 44.4
-- power by group --
part	internal (W)	switching, W	total [W]
combinational	0.0000853	0.0000975	0.000183
clock	0.000378	0.000314	0.000692
sequential	0.000939	0.0000326	0.000971
total	0.00140	0.000444	0.00185
-- worst max-delay path, stage by stage --
cell             delay (ps)
clkdlybuf4s50_1         400
ha_1                    280
inv_1                    60
ha_1                    150
inv_1                    50
fa_1                    380
buf_4                   160
xnor2_1                 190
a22oi_1                 110
nor4b_1                 270
o2111ai_1               170
a21oi_1                 150
-- how the worst min path moves through the flow --
stage	depth (start not counted)	slack, ps	to	start
4_1_cts	0	450	buttons[1][0]	pre_buttons_reg[0]
5_1_grt	0	470	buttons[1][3]	pre_buttons_reg[3]
6_report	0	450	buttons[1][0]	pre_buttons_reg[0]
Power and IR drop assume default switching activity.
