==> /design/flow/design.v <==
module spi_master #(
    parameter SLAVE_COUNT = 1,  
    parameter SLAVE_REQUIRED_HIGH_CYCLES = 1,  
    parameter SCLK_RATIO = 2,  
    parameter SYNC_FLOPS = 2  
)
(
    input clk,
    input reset,
    input miso,
    input [7:0] tx_byte,
    input tx_byte_valid,
    input [SLAVE_COUNT-1:0] ss_in,
    output reg spi_ready,
    output reg [7:0] rx_byte,
    output reg rx_byte_valid,
    output reg mosi,
    output reg sclk,
    output reg [SLAVE_COUNT-1:0] ss_out
);
localparam stIDLE = 2'b00;
localparam stTX_RX_BYTE = 2'b01;
localparam stDONE = 2'b10;
localparam stSS_HIGH_TIME = 2'b11;
localparam HALF_SCLK_RATIO = SCLK_RATIO >> 1;
wire sclk_rising_edge;
wire sclk_falling_edge;
reg [1:0] r_state;
reg [2:0] read_bit_count;
reg [2:0] write_bit_count;
reg [$clog2(SCLK_RATIO+1)-1:0] sclk_count;
reg [$clog2(SLAVE_REQUIRED_HIGH_CYCLES+1)-1:0] ss_high_cycles_count;
reg [7:0] r_tx_byte;
reg [7:0] rx_byte_buffer;
reg [$clog2(SYNC_FLOPS)-1:0] read_delay;
reg read_delay_active;
assign sclk_rising_edge = (sclk_count == HALF_SCLK_RATIO);
assign sclk_falling_edge = (sclk_count == SCLK_RATIO);
always@(posedge clk) begin
    if(reset) begin
        r_state <= stIDLE;
        ss_out <= {SLAVE_COUNT{1'b1}};
        read_bit_count <= 3'd7;
        write_bit_count <= 3'd6;
        sclk_count <= 0;
        sclk <= 1'b0;
        spi_ready <= 1'b1;
        r_tx_byte <= 8'b0;
        rx_byte <= 8'b0;
        rx_byte_valid <= 1'b0;
        rx_byte_buffer <= 8'b0;
        ss_high_cycles_count <= 0;
        mosi <= 1'b0;
        read_delay <= 0;
        read_delay_active <= 1'b0;
    end
    else begin
        if(r_state != stIDLE) begin
            if(sclk_count == SCLK_RATIO) begin
                sclk_count <= 1;
            end
            else begin
                sclk_count <= sclk_count + 1'b1;
            end
        end
        if(SYNC_FLOPS > 0) begin
            if(read_delay_active) begin
                if(read_delay == 0) begin
                    read_delay_active <= 1'b0;
                    if(read_bit_count == 0) begin
                        rx_byte <= {rx_byte_buffer[7:1],miso};
                        rx_byte_valid <= 1'b1;
                    end
                    else begin
                        rx_byte_buffer[read_bit_count] <= miso;
                        read_bit_count <= read_bit_count - 1'b1;
                    end
                end
                else begin
                    read_delay <= read_delay - 1'b1;
                end
            end
        end
        case(r_state)
            stIDLE: begin
                if(tx_byte_valid & ^(~ss_in)) begin
                    r_state <= stTX_RX_BYTE;
                    r_tx_byte <= tx_byte;
                    ss_out <= ss_in;
                    spi_ready <= 1'b0;
                    sclk_count <= 1;
                    read_bit_count <= 3'd7;
                    write_bit_count <= 3'd6;
                    ss_high_cycles_count <= 0;
                    mosi <= tx_byte[7];
                end
            end
            stTX_RX_BYTE: begin
                if(read_bit_count == 0) begin
                    if(sclk_rising_edge) begin
                        r_state <= stDONE;
                        sclk <= ~sclk;
                        if(SYNC_FLOPS == 0) begin
                            rx_byte <= {rx_byte_buffer[7:1],miso};
                            rx_byte_valid <= 1'b1;
                        end
                        else begin
                            read_delay <= (SYNC_FLOPS - 1'b1);
                            read_delay_active <= 1'b1;
                        end
                    end
                    else if(sclk_falling_edge) begin
                        sclk <= ~sclk;
                        mosi <= r_tx_byte[write_bit_count];
                        write_bit_count <= write_bit_count - 1'b1;
                    end
                end
                else begin
                    if(sclk_rising_edge) begin
                        sclk <= ~sclk;
                        if(SYNC_FLOPS == 0) begin
                            rx_byte_buffer[read_bit_count] <= miso;
                            read_bit_count <= read_bit_count - 1'b1;
                        end
                        else begin
                            read_delay <= (SYNC_FLOPS - 1'b1);
                            read_delay_active <= 1'b1;
                        end
                    end
                    else if(sclk_falling_edge) begin
                        sclk <= ~sclk;
                        mosi <= r_tx_byte[write_bit_count];
                        write_bit_count <= write_bit_count - 1'b1;
                    end
                end
            end
            stDONE: begin
                if(rx_byte_valid) rx_byte_valid <= 1'b0;
                if(sclk_falling_edge) sclk <= ~sclk;
                if(sclk_rising_edge) begin
                    r_state <= stSS_HIGH_TIME;
                    ss_out <= {SLAVE_COUNT{1'b1}};
                end
            end
            stSS_HIGH_TIME: begin
                if(sclk_rising_edge) begin
                    if(ss_high_cycles_count == (SLAVE_REQUIRED_HIGH_CYCLES - 1)) begin
                        r_state <= stIDLE;
                        spi_ready <= 1'b1;
                    end
                    else begin
                        ss_high_cycles_count <= ss_high_cycles_count + 1'b1;
                    end
                end
            end
        endcase
    end
end
endmodule
==> /design/flow/run.sh <==
#!/bin/bash
# OpenROAD 26Q1-2900-gdf79404cd8, Yosys 0.63+post, stock flow scripts
make -C /OpenROAD-flow-scripts/flow DESIGN_CONFIG=/design/flow/config.mk WORK_HOME=/design/flow/orfs finish
==> /design/flow/config.mk <==
export PLATFORM = sky130hd
export DESIGN_NAME = spi_master
export DESIGN_NICKNAME = spi_master
export VERILOG_FILES = /design/flow/design.v
export SDC_FILE = /design/flow/constraint.sdc
export NUM_CORES = 4
export LEC_CHECK = 1
export CORE_AREA = 10 10 109 109
export DIE_AREA = 0 0 119 119
==> /design/flow/constraint.sdc <==
current_design spi_master

set clk_period 2.8
set clk_io_pct 0.2

create_clock -name clk0 -period $clk_period [get_ports {clk}]

set non_clock_inputs [all_inputs -no_clocks]
set_input_delay [expr $clk_period * $clk_io_pct] -clock clk0 $non_clock_inputs
set_output_delay [expr $clk_period * $clk_io_pct] -clock clk0 [all_outputs]
==> summary.rpt <==
SYNTH
---------------------------------------------------------------------------------
Post-synth tally of flip-flops with integrated enable                           0
Sequential fraction of the synthesis area                                   0.420
Top-area cell share                                                         0.420
Post-synthesis instance area                                             1900 um2
Commonest cells in the synthesized netlist                           sky130_fd_sc_hd__dfxtp_1, sky130_fd_sc_hd__nand2_1, sky130_fd_sc_hd__a21oi_1
Flip-flop cell with the highest count after synthesis                sky130_fd_sc_hd__dfxtp_1
Synthesized netlist cell count                                                217
Total of flip-flops plus latches after synthesis                               40
Cell accounting for the most synthesized area                        sky130_fd_sc_hd__dfxtp_1
Number of cells in the yosys synthesis report                                 217
Share of flip-flops with an asynchronous set or reset                           0
Synthesized area divided by synthesized cell count                       8.78 um2
Leading cell types by total area after synthesis                     sky130_fd_sc_hd__dfxtp_1, sky130_fd_sc_hd__nand2_1, sky130_fd_sc_hd__a21oi_1
Number of distinct library cells after synthesis                               39
Summed standard-cell area reported by yosys                              1900 um2
Yosys warns                                                                     1

CLOCK NETWORK
---------------------------------------------------------------------------------
H-tree depth                                                                    2
Clock Path Buffers                                                              2
Num Clock Sinks                                                                40
Clock slew seen by the registers of the worst setup and hold paths          80 ps
Hold buffer count at CTS                                                        0
Later-pin clock latency in the skew report                                 290 ps
TritonCTS clock tree                                                        built
Gates resized, CTS repair                                                       0
Clock tree root driver cell                                          sky130_fd_sc_hd__clkbuf_8
Post CTS Setup Buffer Count                                                     0
CTS Buf Count                                                                   5

DIE
---------------------------------------------------------------------------------
Die Span X                                                                 119 um
Total number of placement rows                                                 36
Ports placed on the boundary                                                   26
Die outline area                                                        14200 um2
Die Height                                                                 119 um
Core utilization before placement                                           0.198
Core footprint                                                           9640 um2

STA
---------------------------------------------------------------------------------
Worst-margin pin slew                                                      744 ps
Slew margin rel.                                                            0.503
Minimum clock period after layout                                         2160 ps
Setup_tns                                                                    0 ps
Post-layout period usage                                                    0.770
Upper clock frequency limit                                             0.464 GHz
Slew Limit Fails                                                                0
Finish-stage setup viols                                                        0
Number of hold violations in the final report                                   0
Setup clock skew after layout                                             6.53 ps
Final hold slack                                                           452 ps
Unrepaired setup endpoints after global routing                                no

DETAILED ROUTING
---------------------------------------------------------------------------------
Iteration tally of the first detailed-router pass                               4
Final routed DRC violation total                                                0
Wire length per cell after detailed routing                               11.4 um
Number of antenna-violating nets in the routed design                           0
Ratio of routed vias to standard cells                                       4.15
Drt initial violations                                                        144
Antenna diodes                                                                  0
Final Routed Wirelength                                                   4250 um
Via total after detailed routing                                             1553

SETUP PATH
---------------------------------------------------------------------------------
Worst Path Class, Setup                                                   reg2reg
Beginning of the worst register-to-register path                     read_bit_count[0]$_SDFF_PP1_
Startpoint class of the critical path                                        flop
Crit path capture type                                                       flop
Arr. time, crit path                                                      2330 ps
Start point of the critical path                                     read_bit_count[0]$_SDFF_PP1_
Critical Path Fanout Max                                                       13
Crit path DRT                                                             2970 ps

CELLS AND AREA
---------------------------------------------------------------------------------
Area overhead of the layout relative to synthesis                           25.9%
Fraction of layout cells with a size suffix above 1                        0.0830

GRT
---------------------------------------------------------------------------------
Number of global-route vias before repair                                    1447
Overall fraction of global-route tracks in use                             0.0591
Global-route wire length before repair                                    7150 um
Largest net degree at the start of global routing                              21
Leftover overflow at the end of global routing                                  0
Initial antenna violation count                                                 0

HOLD PATH
---------------------------------------------------------------------------------
Path type of the worst min-delay path                                     reg2reg
HP Start                                                             r_tx_byte[4]$_SDFFE_PP0P_

POWER AND IR DROP
---------------------------------------------------------------------------------
Worst vdd rail ir drop                                                 0.000270 V
Total Power                                                               1.81 mW
Pwr per Cell Area                                                      753 nW/um2
Static Leakage                                                           0.909 nW

PLACE
---------------------------------------------------------------------------------
Post-DP HPWL                                                              3110 um
Number of port buffers                                                         25
Final weighted congestion in routability-driven placement                   0.831

JOB
---------------------------------------------------------------------------------
Max-capacitance violation count                                                 0
Tool Warnings                                                                  31

OUTCOME
---------------------------------------------------------------------------------
Status                                                               finished clean

-- routing by layer --
layer / global-route usage / wire length [um]
met5: 0 / 0
met4: 0.00534 / 10
met3: 0.0158 / 203
met2: 0.0958 / 2000
met1: 0.0806 / 2040
-- where the power goes --
group	total (mW)	internal [mW]	switching, mW
logic	0.542	0.253	0.290
clock network	0.544	0.351	0.194
registers	0.719	0.648	0.0710
-- logic make-up (layout without fill, tap and decap cells) --
| logic type | after synthesis | in the layout | synth area share |
|---|---|---|---|
| xor+xnor | 3 | 3 | 0.0138 |
| buf+inv | 20 | 44 | 0.0552 |
| simple gates | 90 | 90 | 0.234 |
| flops | 40 | 40 | 0.421 |
| mux | 11 | 11 | 0.0775 |
| fa+ha+maj | 10 | 10 | 0.0657 |
| compound gates | 43 | 43 | 0.133 |
-- final cells by class --
class / instances / area, um2
clock buffer: 5 / 68.8
clock inverter: 2 / 60.1
fill: 1057 / 7240
inverter: 10 / 37.5
multi-input combinational: 157 / 998
sequential: 40 / 801
tap: 133 / 166
timing repair buffer: 27 / 265
-- critical path, stage by stage (launching register included) --
cell and delay, ps:
sky130_fd_sc_hd__dfxtp_1 460, sky130_fd_sc_hd__inv_1 110, sky130_fd_sc_hd__ha_1 230, sky130_fd_sc_hd__ha_1 360
sky130_fd_sc_hd__nor4b_2 520, sky130_fd_sc_hd__nand3_1 150, sky130_fd_sc_hd__mux2i_1 170, sky130_fd_sc_hd__nor2_1 50
-- sequential cells by signal (all words and copies together), names as in the netlist --
name,count
sclk_count,2
write_bit_count,3
read_delay_active,1
sclk,1
spi_ready,1
mosi,1
rx_byte_buffer,7
read_bit_count,3
r_state,2
rx_byte,8
read_delay,1
rx_byte_valid,1
ss_out,1
r_tx_byte,8
-- cells in the final DEF, fill, tap and decap left out, types with 3 or more instances in the layout --
| master | netlist | layout |
|---|---|---|
| sky130_fd_sc_hd__ha_1 | 10 | 10 |
| sky130_fd_sc_hd__nand3_1 | 10 | 10 |
| sky130_fd_sc_hd__nor2b_1 | 5 | 5 |
| sky130_fd_sc_hd__a21oi_1 | 28 | 28 |
| sky130_fd_sc_hd__clkbuf_8 | 1 | 5 |
| sky130_fd_sc_hd__mux2i_1 | 5 | 5 |
| sky130_fd_sc_hd__o211ai_1 | 3 | 3 |
| sky130_fd_sc_hd__inv_1 | 10 | 10 |
| sky130_fd_sc_hd__a31oi_1 | 3 | 3 |
| sky130_fd_sc_hd__clkdlybuf4s50_1 | 0 | 25 |
| sky130_fd_sc_hd__nand2_1 | 40 | 40 |
| sky130_fd_sc_hd__nand3b_1 | 3 | 3 |
| sky130_fd_sc_hd__nor2_1 | 13 | 13 |
| sky130_fd_sc_hd__nand2b_1 | 5 | 5 |
| sky130_fd_sc_hd__mux2_2 | 4 | 4 |
| sky130_fd_sc_hd__nand4_1 | 3 | 3 |
| sky130_fd_sc_hd__dfxtp_1 | 40 | 40 |
-- path summary, 6_finish.rpt --
| check | to | slack, ps | depth (start not counted) |
|---|---|---|---|
| setup / recovery | rx_byte_buffer[6]$_SDFFE_PP0P_ | 640 | 7 |
| setup reg to reg | rx_byte_buffer[6]$_SDFFE_PP0P_ | 640 | 7 |
| hold / removal | r_tx_byte[4]$_SDFFE_PP0P_ | 450 | 2 |
| hold reg to reg | r_tx_byte[4]$_SDFFE_PP0P_ | 450 | 2 |
-- per-stage QoR --
stage | instances | util | area [um2] | worst slack, ps
floorplan | 217 | - | 1900 | 944
global placement | 367 | 0.235 | 2270 | 702
detailed placement | 367 | 0.235 | 2270 | 634
CTS | 374 | 0.249 | 2400 | 656
global route | 374 | 0.249 | 2400 | 430
finish | 374 | 0.249 | 2400 | 643
No activity file was given, so power comes from the tool's default toggle rates.
