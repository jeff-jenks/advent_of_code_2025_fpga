==> /design/flow/design.v <==
module control_unit #(
    parameter SLAVE_COUNT = 1,  
    parameter TACHYON_MANIFOLD_WIDTH = 3,
    parameter MAX_BUTTON_COUNT = 2,
    parameter MACHINE_COUNT = 10
)    
(
    input clk,
    input reset,
    input spi_ready,
    input [15:0] total_joltage_out,
    input total_joltage_out_valid,
    input [$clog2(MAX_SPLIT_COUNT+1)-1:0] beam_final_split_count,
    input beam_final_split_count_valid,
    input [$clog2((MAX_BUTTON_COUNT+1)*MACHINE_COUNT)-1:0] mach_total_presses_required,
    input mach_presses_valid,
    input mach_end_of_puzzle_tx,
    input mach_out_valid,
    input [SLAVE_COUNT-1:0] ss_out,
    output reg [7:0] tx_byte,
    output reg tx_byte_valid,
    output reg [SLAVE_COUNT-1:0] ss_in
);
localparam MAX_SPLIT_COUNT = (((TACHYON_MANIFOLD_WIDTH)**2)-1) / 8;
localparam stDAY_3_1 = 2'b00;
localparam stDAY_7_1 = 2'b01;
localparam stDAY_10_1 = 2'b10;
localparam stDONE = 2'b11;
reg [15:0] puzzle_day_3_1_reg;
reg [15:0] puzzle_day_7_1_reg;
reg [23:0] puzzle_day_10_1_reg;
reg [1:0] r_state;
reg [2:0] bytes_to_send;
reg next_state_delay;
always@(*) begin
    ss_in = {SLAVE_COUNT{1'b1}};
    case(r_state)
        stDAY_3_1: begin  
            tx_byte = puzzle_day_3_1_reg[15:8];
            ss_in[0] = 1'b0;
        end
        stDAY_7_1: begin  
            tx_byte = puzzle_day_7_1_reg[15:8];
            ss_in[1] = 1'b0;
        end
        stDAY_10_1: begin  
            tx_byte = puzzle_day_10_1_reg[23:16];
            ss_in[2] = 1'b0;
        end
        default: begin
            tx_byte = 8'b0;
        end
    endcase
    if(~tx_byte_valid) begin
        ss_in = {SLAVE_COUNT{1'b1}};
    end
end
always@(posedge clk) begin
    if(reset) begin
        puzzle_day_3_1_reg <= 16'b0;
        puzzle_day_7_1_reg <= 16'b0;
        puzzle_day_10_1_reg <= 24'b0;
        r_state <= stDAY_3_1;
        bytes_to_send <= 3'b0;
        tx_byte_valid <= 1'b1;
        next_state_delay <= 1'b0;
    end
    else begin
        case(r_state)
            stDAY_3_1: begin
                if(next_state_delay & (&ss_out)) begin
                    r_state <= stDAY_7_1;
                    next_state_delay <= 1'b0;
                end
                else if((bytes_to_send == 1) & spi_ready) begin
                    next_state_delay <= 1'b1;
                    bytes_to_send <= bytes_to_send - 1'b1;
                end
                else if((bytes_to_send != 0) & spi_ready) begin
                    puzzle_day_3_1_reg <= puzzle_day_3_1_reg << 8;
                    bytes_to_send <= bytes_to_send - 1'b1;
                end
                else if(total_joltage_out_valid) begin
                    puzzle_day_3_1_reg <= total_joltage_out;
                    bytes_to_send <= 3'd2;
                end
            end
            stDAY_7_1: begin
                if(next_state_delay & (&ss_out)) begin
                    r_state <= stDAY_10_1;
                    next_state_delay <= 1'b0;
                end
                else if((bytes_to_send == 1) & spi_ready) begin
                    next_state_delay <= 1'b1;
                    bytes_to_send <= bytes_to_send - 1'b1;
                end
                else if((bytes_to_send != 0) & spi_ready) begin
                    puzzle_day_7_1_reg <= puzzle_day_7_1_reg << 8;
                    bytes_to_send <= bytes_to_send - 1'b1;
                end
                else if(beam_final_split_count_valid) begin
                    puzzle_day_7_1_reg <= beam_final_split_count;
                    bytes_to_send <= 3'd2;
                end
            end
            stDAY_10_1: begin
                if(mach_out_valid & mach_end_of_puzzle_tx & ~mach_presses_valid) begin
                    tx_byte_valid <= 1'b0;
                end
                else if(next_state_delay & (&ss_out)) begin
                    r_state <= stDONE;
                    next_state_delay <= 1'b0;
                end
                else if((bytes_to_send == 1) & spi_ready) begin
                    next_state_delay <= 1'b1;
                    bytes_to_send <= bytes_to_send - 1'b1;
                end
                else if((bytes_to_send != 0) & spi_ready) begin
                    puzzle_day_10_1_reg <= puzzle_day_10_1_reg << 8;
                    bytes_to_send <= bytes_to_send - 1'b1;
                end
                else if(mach_presses_valid) begin
                    tx_byte_valid <= 1'b1;
                    puzzle_day_10_1_reg[23:16] <= 8'h50;  
                    puzzle_day_10_1_reg[15:0] <= mach_total_presses_required;
                    bytes_to_send <= 3'd3;
                end
            end
            default: ;
        endcase
    end
end
endmodule
==> /design/flow/run.sh <==
#!/bin/bash
# OpenROAD 26Q1-2900-gdf79404cd8, Yosys 0.63+post, stock flow scripts
make -C /OpenROAD-flow-scripts/flow DESIGN_CONFIG=/design/flow/config.mk WORK_HOME=/design/flow/orfs finish
==> /design/flow/config.mk <==
export PLATFORM = sky130hd
export DESIGN_NAME = control_unit
export DESIGN_NICKNAME = control_unit
export VERILOG_FILES = /design/flow/design.v
export SDC_FILE = /design/flow/constraint.sdc
export NUM_CORES = 4
export LEC_CHECK = 1
export CORE_UTILIZATION = 30
==> /design/flow/constraint.sdc <==
current_design control_unit

set clk_period 6.3
set clk_io_pct 0.2

create_clock -name clk0 -period $clk_period [get_ports {clk}]

set non_clock_inputs [all_inputs -no_clocks]
set_input_delay [expr $clk_period * $clk_io_pct] -clock clk0 $non_clock_inputs
set_output_delay [expr $clk_period * $clk_io_pct] -clock clk0 [all_outputs]
==> commit_impl_results.txt <==
Update PnR metrics after Yosys + OpenROAD run

- Maximum level of the CTS H-tree: 2
- In this run the post-CTS setup repair buffer count came out at 0.
- Maximum Capacitance Violations: 0
- Setup slack on the worst path after placement came out at 2.930 ns.
* Final-report max-slew violation count: 0
- Final RePlAce weighted congestion: 0.7715
- Synthesis Warnings: 7
- Detailed Place HPWL: 3401 um
- In the power breakdown, the internal column shows between 400 and 500 uW.
- Maximum number of pins on one net before global-route repair: 33
- Per the post-route antenna check, the number of violating nets is 0.
* Die outline width: 84.66 um
- Total Routed Length: 5227 um
- Hold-fix buffer count after cts: 0
- Overall routing resource usage recorded by global route was 15.59%.
- Net switching is 30.77% of the power.
- In this run, the number of DRC markers left after iteration 0 of detailed routing was 109.
- Post-synth tally of flip-flops with integrated enable: 0
- The most common logic cells in the final layout are 42 x sky130_fd_sc_hd__dfxtp_1, 40 x sky130_fd_sc_hd__clkdlybuf4s50_1, 36 x sky130_fd_sc_hd__a21oi_1.
* Power share of the sequential group: 46.5%
- The die is about 85 um tall.
- CORE AREA: 6459 um^2
- Clock Skews: roughly 0.0065 ns
* Standard-cell row count: 29
* Startpoint of the lowest-slack register-to-register path: bytes_to_send[0]
- Clock buffer count from CTS: 5
- Post-route worst hold slack: 0.4639 ns
- Once placement completed, the tool counted placed cells totaling 327.
- For this run, the detailed router's first-pass iteration total came to 10.
- Ys async rst share: 0%
- Worst hold path cell count: 2
- Overflow left after global routing: 0
- Clock root buffer: sky130_fd_sc_hd__clkbuf_8
* Count of final setup violators: 0
* Path type of the worst setup path: in2reg
- Vias in the first global route: 1794
* Share of cells above drive strength 1: 6.589%
- Yosys stat counts 228 cells in the synthesized netlist.
* Placed instance area: 2444 um^2
* Area growth from synthesis to layout: 23.44%
* Nature of the critical path endpoint: flip-flop
- The first global-routing pass estimated 8832 um of wire.
- For the worst flop-to-flop path, the logic depth is 6.
* Count of tool warnings: 27
* Sequential fraction of the synthesis area: between 40% and 50%
* Measured slew at the worst slew-check pin: 0.8258 ns
* Highest achievable clock rate: 322.7 MHz
- Highest ir drop seen on vdd: 0.1030 mV
- During placement, the flow inserted port buffers numbering 40.
* IO Pins: 41
* CTS tree: built
- Most instantiated logic cell after routing: sky130_fd_sc_hd__dfxtp_1
- Post-synthesis register bit count: 42
* YS chip area: 2049 um^2
* Pwr dens: 252.9 nW/um^2
- Once routing completed, OpenROAD measured the worst setup slack at 3.201 ns.
- Count of clock tree sinks: 42
- Synth Flop Type: sky130_fd_sc_hd__dfxtp_1
- Worst max-slew margin expressed relative to the limit: 44.95%
- After synthesis the cells add up to 2049 um^2.
- Counting endpoints that fail hold in the final report gives 0.
- Distinct lib cells used: roughly 48
- Relative contribution of combinational cells to total power: 26.5%
* Total vias in the final route: 1862
- Worst reg-to-reg setup slack: 4.21 ns
- Clock slew seen by the registers of the worst setup and hold paths: approximately 0.08 ns
* Power, Total: 639.7 uW
- Fin area: 2530 um^2
- Detailed-route vias per instance: 5.558
* Clock latency on the worst-skew pair: about 0.29 ns
- Looking at hold timing, the worst path starts from puzzle_day_7_1_reg[8].
* Hold-critical path endpoint: puzzle_day_7_1_reg[8]
- Highest net fanout along the worst path: 24
- After detailed routing, the average wire length per cell comes to 15.60 um.
- The finished layout reports a core utilization of 39.17%.
* Min cycle time layout: 3.099 ns
- Excluding fillers, the count of instances in the completed layout stands at 335.
- The worst setup path is launched from a primary input.
- PostCTS Resize Cnt: 0
* Reported net switching power: 196.8 uW
- Checking hold timing, the worst path is listed with class reg2reg.
- The routed layout reports a DRC error count of 0.
- The synthesized instance count is ~230.
- The flow reports that the clock network draws around 27% of the design power.
* Final Cycle Share: approximately half
- Critical register-to-register path endpoint: puzzle_day_10_1_reg[16]
- In this run the deepest clock path goes through 2 buffers.
- Number of inserted diodes: 0
- Fp_density: 31.73%
- Setup repair after global routing left no endpoint under its margin.
- The OpenROAD report gives the critical path a data arrival time of approximately 3.3 ns.
- Static Leak: 0.9646 nW
* Initial antenna violation count: 0
- Full die area: 7166 um^2
- In this run the mean area of a mapped cell was 8.989 um^2.
* Required time at the endpoint of the critical path: 6.51 ns
- For the final routed database, the setup TNS stands at 0 ns.
- The run finished with clean final reports.
==> critical path, stage by stage <==
cell and delay, ns:
sky130_fd_sc_hd__clkdlybuf4s50_1 0.68, sky130_fd_sc_hd__nand3b_4 0.23, sky130_fd_sc_hd__and3_1 0.72, sky130_fd_sc_hd__a21oi_1 0.13, sky130_fd_sc_hd__a311oi_1 0.28
==> logic make-up after synthesis <==
logic type                 synth area share, %
buffers and inverters                    6.287
DFF                                      41.03
adders and majority gates                1.832
and+or+nand+nor                          18.44
AOI/OAI and AO/OA                        28.02
muxes                                    4.396
==> routing by layer <==
metal | GRT usage, % | routed length, um | share of wire, % | up-vias
li1 | - | - | - | 938
met1 | 24.45 | 2567 | 49 | 872
met2 | 23.13 | 2283 | 44 | 42
met3 | 2.988 | 278 | 5.3 | 10
met4 | 2.773 | 97 | 1.9 | 0
met5 | 0 | 0 | 0 | -
==> layout make-up <==
cell class | count | area, um^2
timing repair buffer | 41 | 407.9
sequential | 42 | 840.8
inverter | 5 | 18.77
clock inverter | 2 | 13.76
fill | 654 | 3929
clock buffer | 6 | 72.57
multi-input combinational | 162 | 1080
tap | 77 | 96.34
==> power by group through the flow <==
| stage | Clock [mW] | Sequential [mW] | Combinational, mW |
|---|---|---|---|
| 5_1_grt | 0.190 | 0.301 | 0.189 |
| 6_report | 0.173 | 0.298 | 0.169 |
| 4_1_cts | 0.178 | 0.298 | 0.171 |
==> worst max path at each step <==
| stage | end | slack (ns) | cells after the start | startpoint |
|---|---|---|---|---|
| finish | puzzle_day_3_1_reg[11] | 3.20 | 5 | spi_ready |
| CTS | puzzle_day_3_1_reg[12] | 3.23 | 5 | spi_ready |
| global route | puzzle_day_3_1_reg[11] | 2.99 | 5 | spi_ready |
==> Yosys cell counts (2+ instances only) <==
cell	instances	area (um^2)
sky130_fd_sc_hd__and2_1	3	18.77
sky130_fd_sc_hd__dfxtp_1	42	840.8
sky130_fd_sc_hd__a311oi_1	9	78.83
sky130_fd_sc_hd__nand2b_1	4	25.02
sky130_fd_sc_hd__a22o_1	5	43.79
sky130_fd_sc_hd__and3_1	2	12.51
sky130_fd_sc_hd__buf_2	7	35.03
sky130_fd_sc_hd__nand3_1	5	25.02
sky130_fd_sc_hd__clkbuf_1	6	22.52
sky130_fd_sc_hd__buf_6	3	33.78
sky130_fd_sc_hd__nand4_1	15	93.84
sky130_fd_sc_hd__o21ai_0	18	90.09
sky130_fd_sc_hd__ha_1	3	37.54
sky130_fd_sc_hd__inv_1	4	15.01
sky130_fd_sc_hd__a41o_1	4	40.04
sky130_fd_sc_hd__buf_4	2	15.01
sky130_fd_sc_hd__or4_1	4	30.03
sky130_fd_sc_hd__nor4_1	2	12.51
sky130_fd_sc_hd__a21oi_1	36	180.2
sky130_fd_sc_hd__nor3_1	2	10.01
sky130_fd_sc_hd__nand2_1	17	63.81
sky130_fd_sc_hd__mux2i_1	9	90.09
Power is estimated from default activity; no workload was simulated.
